### design/flow/run.sh
#!/bin/bash
# OpenROAD 26Q1-2900-gdf79404cd8, Yosys 0.63+post, stock flow scripts
make -C /OpenROAD-flow-scripts/flow DESIGN_CONFIG=/design/flow/config.mk WORK_HOME=/design/flow/orfs finish
### design/flow/config.mk
export PLATFORM = sky130hd
export DESIGN_NAME = Register_File
export DESIGN_NICKNAME = Register_File
export VERILOG_FILES = /design/flow/design.v
export SDC_FILE = /design/flow/constraint.sdc
export NUM_CORES = 4
export LEC_CHECK = 1
export CORE_UTILIZATION = 50
### design/flow/constraint.sdc
current_design Register_File

set clk_period 6.4
set clk_io_pct 0.2

create_clock -name clk0 -period $clk_period [get_ports {clk}]

set non_clock_inputs [all_inputs -no_clocks]
set_input_delay [expr $clk_period * $clk_io_pct] -clock clk0 $non_clock_inputs
set_output_delay [expr $clk_period * $clk_io_pct] -clock clk0 [all_outputs]
### design/flow/design.v
module Register_File #(
    parameter data_width = 32,
    parameter reg_width = 5,
    parameter total_regs = 32
) (
    input clk,
    input write_enable,
    input [reg_width-1:0] read_addr_1,
    input [reg_width-1:0] read_addr_2,
    input [reg_width-1:0] write_addr,
    input [data_width-1:0] write_reg_data,
    output reg [data_width-1:0] read_data_1,
    output reg [data_width-1:0] read_data_2
);
reg [data_width-1:0] registers [total_regs];  
always @ (posedge clk)
    begin
        if (write_enable)
            registers[write_addr] <= write_reg_data; 
    end
assign read_data_1 = registers[read_addr_1];
assign read_data_2 = registers[read_addr_2];
endmodule
==> results_dict.tcl <==
# flow metrics
set metrics [dict create \
    cts_sinks 1024 \
    post-route-period-util 0.868 \
    relSlewSlack 0.312 \
    syn-mean-instance-area_um2 14.4 \
    fmax_mhz 180 \
    drcViolationCount 0 \
    portBuffers 112 \
    final_cell_count_no_fill 4891 \
    worst_setup_path_start_kind "input pin" \
    coreArea_um2 96700 \
    syn_inst 3386 \
    first_global_vias 32900 \
    status "finished, final reports clean" \
    fin_hold_ws_ps 1420 \
    power_switching_mw 3.49 \
    setup_ws_ps 842 \
    ys_seq_frac 0.630 \
    reg.largest.list "registers x1024" \
    final_util 0.571 \
    cts_hold_buf 0 \
    cts_resized 0 \
    wirelength_um 156000 \
    htreeDepth 3 \
    grt_pass1_wl_um 222000 \
    ctsRootBufferMaster "clkbuf_16" \
    place_area_um2 51900 \
    synth-cells-yosys 3386 \
    critPathArrivalTime_ps 4280 \
    yosysUniqueCellTypes 23 \
    worstMarginPinSlew_ps 1030 \
    drtPass1Iterations 7 \
    rsz0062_at_grt "false" \
    yosys.area.top_type "edfxtp_1" \
    fin_crit_ps 5560 \
    cts_buffers 110 \
    cts_setup_buffers 0 \
    pin_count 113 \
    wl_per_cell_um 31.8 \
    clk_path_buf_depth 3 \
    power.share.clock 0.400 \
    place_congestion 0.903 \
    layout_top_cells "mux2i_1, edfxtp_1, nand3_1" \
    first_iter_violations 2410 \
    track_usage 0.347 \
    max_cap_violations 0 \
    cts_tree "yes" \
    top_area_frac 0.630 \
    dp_slack_ps 877 \
    p_seq_frac 0.505 \
    drt-vias-per-instance 6.47 \
    die_h_um 314 \
    crit_path_end_kind "primary output" \
    syn_to_final_growth_pct 13.2 \
    grt.overflow.total 0 \
    fin_total_pwr_mw 14.9 \
    dp.cells 4684 \
    yosysChipArea_um2 48800 \
    largest-register "registers" \
    fp.dieW_um 314 \
    required_ps 5120 \
    largest_register_ffs 1024 \
    fp_util 0.505 \
    place_hpwl_um 87500 \
    syn-cell-area_um2 48800 \
    peakVddDrop_mv 0.206 \
    setup_viol 0 \
    swShare 0.235 \
    critical_path_class "input pin to primary output" \
    p_leak_nw 20.4 \
    p_comb_frac 0.096 \
    ant_nets 0 \
    die_area_um2 98800 \
    fin_tns_setup_ps 0 \
    power_density_nw_per_um2 269 \
    layout-drive-gt1-share 0.102 \
    hold_class "input pin to flip-flop" \
    cts.clk_slew.worst_paths_ps 60 \
    rows 114 \
    crit_fanout 42 \
    synth_flop_count 1024 \
    postLayoutCellArea_um2 55200 \
    yosysWarnings 3 \
    vias 31600 \
    grt_antenna_before_repair 4 \
    slew_violations 0 \
    synthTopCellsByArea "edfxtp_1, mux2i_1, a22oi_1" \
    tool_warnings 26 \
    hold_viol 0 \
    min_path_cells 2 \
    grt_start_max_net_pins 79 \
    p_int_mw 11.4 \
]
[cells by family after synthesis]
group	Yosys count	share of synthesized area
simple gates	509	0.0471
mux	1024	0.210
buf+inv	253	0.0321
compound gates	576	0.0804
flops	1024	0.630
[cells in the mapped netlist]
cell type and count:
nand3b_1 5, and2_1 2, buf_6 45, nand2b_1 4, buf_4 47, edfxtp_1 1024
buf_2 70, clkbuf_1 86, nand3_1 194, a22oi_1 192, nor3_1 64, or3b_2 3
mux2i_1 1024, nand2_1 195, clkbuf_4 4, or2_2 2, a21oi_1 192, or3_1 1
a22o_1 128, nor2b_1 4, buf_1 1, a31oi_1 64, nor2_1 35
[final cells by class]
cell class | instances | area, um^2
antenna | 3 | 7.51
clock buffer | 131 | 2850
clock inverter | 73 | 487
fill | 7274 | 41500
multi-input combinational | 2109 | 16800
sequential | 1024 | 30700
tap | 1276 | 1600
timing repair buffer | 275 | 2770
[power by group through the flow]
stage                 clock (mW)  combinational, mW  sequential [mW]
after CTS                   6.02               1.40             7.50
after global routing        6.26               1.50             7.50
final                       5.94               1.42             7.50
[worst max-delay path, cell delays in order]
cell             delay [ps]
clkdlybuf4s50_1         620
nor2b_4                 650
buf_12                  380
a22o_1                  210
nor3_1                   50
a31oi_1                 240
nand3_1                 300
clkdlybuf4s50_1         530
[worst paths after layout]
path | from | endpoint
hold / removal | write_reg_data[3] | registers[25][3]$_DFFE_PP_
setup / recovery | read_addr_2[0] | read_data_2[14]
[layer usage]
metal	vias up	global-route usage	routed length, um
li1	13700	-	-
met1	15400	0.453	53800
met2	2171	0.481	69100
met3	335	0.253	26700
met4	9	0.0979	5740
met5	-	0.0145	177
