File: flow/design.v
module Immediate_Generator #(
    parameter data_width = 32
) (
    input [data_width-1:0] instruction,
    output reg [data_width-1:0] immediate
);
    wire [6:0] opcode;
    assign opcode = instruction[6:0];
    always @(*) begin
        case (opcode)
            7'b0010011,  
            7'b0000011,  
            7'b0100011: begin  
                immediate = {{20{instruction[31]}}, instruction[31:25], instruction[11:7]};
            end
            7'b1100011: begin  
                immediate = {{20{instruction[31]}}, instruction[7], instruction[30:25], instruction[11:8], 1'b0};
            end            
            default: begin
                immediate = {data_width{1'b0}};
            end
        endcase
    end
endmodule
File: flow/run.sh
#!/bin/bash
# OpenROAD 26Q1-2900-gdf79404cd8, Yosys 0.63+post, stock flow scripts
make -C /OpenROAD-flow-scripts/flow DESIGN_CONFIG=/design/flow/config.mk WORK_HOME=/design/flow/orfs finish
File: flow/config.mk
export PLATFORM = sky130hd
export DESIGN_NAME = Immediate_Generator
export DESIGN_NICKNAME = Immediate_Generator
export VERILOG_FILES = /design/flow/design.v
export SDC_FILE = /design/flow/constraint.sdc
export NUM_CORES = 4
export LEC_CHECK = 1
export CORE_AREA = 10 10 70 70
export DIE_AREA = 0 0 80 80
File: flow/constraint.sdc
current_design Immediate_Generator

set clk_period 3.2
set clk_io_pct 0.2

create_clock -name clk0 -period $clk_period

set non_clock_inputs [all_inputs -no_clocks]
set_input_delay [expr $clk_period * $clk_io_pct] -clock clk0 $non_clock_inputs
set_output_delay [expr $clk_period * $clk_io_pct] -clock clk0 [all_outputs]
==> deck_impl_summary.md <==
Key Metrics from the Run

Clocking
  • Post-cts repair resize count: 0
  • Post-CTS repair timing setup buffer count: 0
  • Number of buffers inserted by hold repair at cts: 0

Yosys
  • Proportion of synthesized chip area in sequential cells: 0
  • Netlist area before placement: 353 um2
  • Number of warnings printed during yosys synthesis: 1
  • Cell type with the highest aggregate area in the netlist: sky130_fd_sc_hd__buf_4
  • Total cell area reported by yosys after synthesis: 353 um2
  • Post-synth area hogs: sky130_fd_sc_hd__buf_4, sky130_fd_sc_hd__nor3b_2, sky130_fd_sc_hd__mux2_4, sky130_fd_sc_hd__buf_6, sky130_fd_sc_hd__nand4bb_1
  • Cells in synth_stat.txt: 39
  • Syn Inst Count: 39
  • Average footprint of a synthesized cell: 9.05 um2
  • Area share of the largest cell type after synthesis: 0.404
  • Number of distinct standard cells referenced by the synthesized netlist: 12

Global routing
  • Total routing resource utilization after global routing: 0.0462
  • Overall overflow remaining after global route: 0
  • Number of global-route vias before repair: 383
  • Antenna violations before repair: 0
  • Largest net degree at the start of global routing: 21
  • Wire length of the first global-routing pass: 2380 um

Power and ir drop
  • Switching power share of the total: 0.280
  • Sequential share of power: 0
  • Internal Power: 35.1 uW
  • Net switching power: 13.7 uW
  • Worst VDD drop: 0.0000293 V
  • Power density over cell area: 61.8 mW/mm2
  • Leak: 0.239 nW
  • Portion of total power attributed to the clock network: 0
  • Proportion of power drawn by combinational gates: 1.000

Detailed routing
  • DRT antenna net count: 0
  • Count of routing violations after the opening detailed-route iteration: 10
  • Ratio of routed vias to standard cells: 3.01
  • Routed wire per std cell: 14.1 um
  • Antenna diode count: 0
  • Drt first pass iters: 2
  • DRC violation count after routing: 0
  • Total number of vias: 355
  • Routed WL: 1660 um

Setup path
  • Worst stage delay on the critical path: 520 ps
  • Critical path startpoint: instruction[5]
  • Crit path cell chain: clkdlybuf4s50_1 -> mux2_4 -> nor3b_2 -> buf_4 -> clkdlybuf4s50_1
  • Slowest library cell on the worst path: sky130_fd_sc_hd__clkdlybuf4s50_1
  • Critical setup path kind: in2out
  • Cell repeated most along the worst path: sky130_fd_sc_hd__clkdlybuf4s50_1
  • Largest fanout of any net on the critical path: 20
  • Arrival time worst endpoint: 2400 ps
  • Required arrival time at the worst endpoint: 2560 ps
  • Critical Path Sink Type: primary output
  • Startpoint type of the worst setup path: primary input

Finish
  • Register area: 0 um2
  • Non-filler instance count after layout: 118
  • Fillcell total: 375
  • Fraction of final layout cells with drive strength greater than 1: 0.222
  • Fraction of the core area covered by cells at the end of the flow: 0.231
  • Area overhead of the layout relative to synthesis: 124%
  • CLK BUF: 0
  • Seq_cells: 0

Placement
  • Half-perimeter wire length of the detailed placement result: 1440 um
  • Number of instances in the placed design: 118
  • Quantity of I/O buffers inserted on ports: 51
  • RePlAce Congestion: 0.720

Run
  • Number of warnings in the stage logs: 45
  • Count of max-cap constraint violations: 0

STA
  • Setup TNS: 0 ps
  • Setup repair after global routing missed its margin: false
  • Headroom to the max-slew limit: 0.807
  • Period utilisation layout: 0.948
  • Slew at the pin closest to its max-slew limit: 285 ps
  • Total of endpoints with negative setup slack in the final report: 0
  • Number of slew-limit violations in the final report: 0
  • Number of hold-slack violations in the final timing report: 0
  • Peak clock frequency supported by timing: 329 MHz
  • Post-layout min period: 3040 ps

Die
  • Initial core utilization: 0.103
  • Row cnt: 21
  • Core area: 0.00342 mm2
  • Overall die area: 0.00640 mm2
  • Die W: 80 um
  • # IOs: 64
  • Chip height: 80 um

Hold path
  • Min-delay src: instruction[8]
  • Worst min-delay path class: in2out

Status
  • Run status: finished clean
power by group through the flow:
| stage | combinational, mW | sequential, mW | clock, mW |
|---|---|---|---|
| 6_report | 0.0488 | 0 | 0 |
| 5_1_grt | 0.0521 | 0 | 0 |
| 4_1_cts | 0.0497 | 0 | 0 |
per-layer routing:
metal / vias up / GRT usage / wire length, um
met5: - / 0 / 0
met4: 0 / 0 / 0
met3: 0 / 0.0148 / 132
met2: 20 / 0.0754 / 782
met1: 154 / 0.0613 / 744
li1: 181 / - / -
cell type report:
| class | instances | area (um2) | area share |
|---|---|---|---|
| well taps | 46 | 57.6 | 0.0729 |
| multi-input cells | 18 | 199 | 0.252 |
| repair buffers | 54 | 533 | 0.675 |
worst max-delay path, delay by kind of cell:
| kind | cells | cell delay [ps] |
|---|---|---|
| buffers and inverters | 3 | 1260 |
| muxes | 1 | 320 |
| and+or+nand+nor | 1 | 170 |
kinds of logic after synthesis:
group                  after synthesis  share of synthesized area
AOI/OAI and AO/OA                    1                     0.0213
muxes                                1                     0.0425
and+or+nand+nor                     16                      0.486
buffers and inverters               21                      0.450
cells in the mapped netlist:
| cell | count |
|---|---|
| sky130_fd_sc_hd__nor4b_1 | 1 |
| sky130_fd_sc_hd__buf_6 | 1 |
| sky130_fd_sc_hd__buf_4 | 19 |
| sky130_fd_sc_hd__nor3b_2 | 10 |
| sky130_fd_sc_hd__nand4bb_1 | 1 |
| sky130_fd_sc_hd__nor3b_1 | 1 |
| sky130_fd_sc_hd__nand2b_1 | 1 |
| sky130_fd_sc_hd__nand3_1 | 1 |
| sky130_fd_sc_hd__mux2_4 | 1 |
| sky130_fd_sc_hd__and2_2 | 1 |
| sky130_fd_sc_hd__buf_2 | 1 |
| sky130_fd_sc_hd__a211oi_1 | 1 |
cells in the final DEF (no fill, tap or decap):
cell,synthesis,final
sky130_fd_sc_hd__clkdlybuf4s50_1,0,51
sky130_fd_sc_hd__mux2_4,1,1
sky130_fd_sc_hd__nor4b_1,1,1
sky130_fd_sc_hd__nand2b_1,1,1
sky130_fd_sc_hd__buf_4,19,3
sky130_fd_sc_hd__nor3b_2,10,11
sky130_fd_sc_hd__nand4bb_1,1,1
sky130_fd_sc_hd__nand3_1,1,1
sky130_fd_sc_hd__and2_2,1,1
sky130_fd_sc_hd__a211oi_1,1,1
per-stage QoR:
stage               worst slack (ps)  power, mW  hold WS [ps]  area [um2]
finish                           165     0.0488          2220         790
detailed placement               138     0.0493          2230         790
floorplan                        259     0.0183          1290         353
global route                    69.3     0.0521          2260         790
CTS                              138     0.0497          2240         790
global placement                 168     0.0489          2250         790
path summary, 6_finish.rpt:
kind,end,slack (ps),cells past startpoint
min,immediate[1],2220,3
max,immediate[27],160,5
Power figures rest on the tool's default switching activity, not on a simulated workload.
